### design.v
module	register_file(read_data_1, read_data_2, read_reg_1, read_reg_2, write_reg, write_data, regWrite, clk);
  input	clk;
  input	[4:0]	read_reg_1,	read_reg_2,	write_reg;
  input	[31:0] write_data;
  input	regWrite;
  output [31:0]	read_data_1, read_data_2;
  reg	[31:0]	registers[31:0];	
  assign read_data_1 = (read_reg_1 == 0) ? 32'b0 : registers[read_reg_1];
  assign read_data_2 = (read_reg_2 == 0) ? 32'b0 : registers[read_reg_2];
  always @(posedge	clk)
	  if(regWrite && write_reg)	
		  registers[write_reg] <= write_data;
endmodule
### run.sh
#!/bin/bash
# OpenROAD 26Q1-2900-gdf79404cd8, Yosys 0.63+post, stock flow scripts
make -C /OpenROAD-flow-scripts/flow DESIGN_CONFIG=/design/flow/config.mk WORK_HOME=/design/flow/orfs finish
### config.mk
export PLATFORM = sky130hd
export DESIGN_NAME = register_file
export DESIGN_NICKNAME = register_file
export VERILOG_FILES = /design/flow/design.v
export SDC_FILE = /design/flow/constraint.sdc
export NUM_CORES = 4
export LEC_CHECK = 1
export CORE_UTILIZATION = 50
### constraint.sdc
current_design register_file

set clk_period 7.4
set clk_io_pct 0.2

create_clock -name clk0 -period $clk_period [get_ports {clk}]

set non_clock_inputs [all_inputs -no_clocks]
set_input_delay [expr $clk_period * $clk_io_pct] -clock clk0 $non_clock_inputs
set_output_delay [expr $clk_period * $clk_io_pct] -clock clk0 [all_outputs]
==> impl_metrics.py <==
# Auto-generated metrics
metrics = {
    "setup_path": {
        "critPathMostFrequentCell": "buf_4",
        "crit_type": "in -> out",
        "path_cells": "buf_8 -> buf_4 -> buf_4 -> mux4_2 -> mux2_2 -> a221oi_2 -> a211oi_1 -> clkdlybuf4s50_1",
        "cp.required_ns": 5.92,
        "cpPeakStageDelay_ns": 0.65,
        "cpMaxStageDelayCell": "buf_4",
        "worst-path-buf-inv": 4,
        "cp-end-kind": "primary output",
        "path_delay_family": "buffers and inverters",
        "worstPathArrival_ns": 4.84,
        "crit_fanout": 58,
        "start_kind": "input pin",
    },
    "layout": {
        "regMostFlops": "registers",
        "syn_to_final_growth_pct": 13.6,
        "layout.cells.most_common": "edfxtp_1",
        "largest_reg_flops": 1024,
        "final_area_um2": 54400,
        "final_cell_mix": "1024 x edfxtp_1, 320 x mux2i_1, 316 x mux4_2",
        "reg_top3": "registers (1024)",
        "drive_gt1_share_pct": 26.9,
        "final_util_pct": 57.3,
    },
    "floorplan": {
        "core_area_um2": 95000,
        "std_cell_rows": 113,
        "chipArea_um2": 97100,
        "top_level_ports": 113,
        "die_w_um": 312,
        "die_h_um": 312,
        "floorplanUtilization_pct": 50.4,
    },
    "logic_synthesis": {
        "ys_warn_count": 1,
        "avgSynthCellArea_um2": 18.7,
        "synth_area_leader_cell": "edfxtp_1",
        "ys_seq_elements": 1024,
        "netlist.area_leader.share_pct": 64.2,
        "synth_cells": 2564,
        "ys_chip_area_um2": 47900,
        "synth_stat.cells": 2564,
        "topCellsByArea": "edfxtp_1 64%, mux4_2 15%, mux2i_1 6.7%",
        "synth.distinct_cells": 39,
        "yosys.stat.seqShare_pct": 64.2,
        "synth_area_um2": 47900,
    },
    "worst_hold_path": {
        "min_path_type": "in -> reg",
    },
    "outcome": {
        "status": "completed",
    },
    "drt": {
        "dr.first_iter.drc_count": 2045,
        "vias": 27900,
        "first_pass_iters": 5,
        "wl_per_cell_um": 36.7,
        "avgViaCountPerCell": 6.84,
        "drcViolationCount": 0,
        "antenna_left": 0,
        "finalWirelength_mm": 150,
    },
    "power": {
        "vdd_drop_max_v": 0.000183,
        "power_density_nw_per_um2": 239,
        "leakagePower_nw": 17.8,
    },
    "grt": {
        "grt_max_degree": 80,
        "grt_pass1_wl_mm": 216,
        "grt_antenna_before_repair": 6,
        "grt.overflow.total": 0,
        "grt.total_usage_pct": 35.2,
        "grt_pass1_vias": 31700,
    },
    "clock_tree": {
        "cts_resized": 0,
        "cts_setup_buffers": 0,
        "cts_inserted_buffers": 110,
        "hold_buffers": 0,
        "cts_max_level": 3,
        "cts_tree": "done",
        "cts_max_path_buffers": 3,
        "clk_pin_slew_ns": 0.06,
        "cts_root_buf": "clkbuf_16",
        "cts.sinks": 1024,
    },
    "flow_run": {
        "maxCapViolations": 0,
        "tool_warnings": 26,
    },
    "sta": {
        "tns_ns": 0,
        "setup_viol": 0,
        "hold_viol_final": 0,
        "tightest_slew_ns": 1.06,
        "slew_headroom_pct": 29.0,
        "whs_ns": 1.61,
        "fmax_mhz": 158,
        "final_max_slew_viol_count": 0,
        "rsz0062_at_grt": "false",
        "min_period_over_period_pct": 85.5,
        "period_minus_slack_ns": 6.32,
    },
    "place": {
        "hpwlAfterDp_mm": 86.7,
        "io_buffer_count": 112,
        "dpl-instance-area_um2": 50900,
        "gp_congestion": 0.881,
    },
}
==> Yosys cell counts <==
| library cell | count |
|---|---|
| nand4_1 | 32 |
| nand3_1 | 2 |
| or2_2 | 1 |
| a211oi_1 | 53 |
| o221ai_1 | 64 |
| clkbuf_1 | 98 |
| nor2b_1 | 37 |
| nor2_2 | 1 |
| mux2i_1 | 320 |
| nor2_1 | 36 |
| buf_6 | 12 |
| mux4_1 | 36 |
| a221oi_2 | 16 |
| a211oi_2 | 11 |
| buf_2 | 50 |
| buf_4 | 53 |
| mux2_2 | 64 |
| or3_1 | 2 |
| clkbuf_2 | 1 |
| o2111ai_1 | 10 |
| a221oi_1 | 38 |
| mux4_2 | 316 |
| o21ai_1 | 4 |
| nand3b_1 | 6 |
| or4_4 | 1 |
| conb_1 | 1 |
| and2_1 | 1 |
| clkbuf_4 | 1 |
| o21ai_0 | 50 |
| nand2b_1 | 1 |
| and2_0 | 1 |
| inv_1 | 2 |
| nand2_1 | 85 |
| a22oi_1 | 64 |
| and3_1 | 1 |
| edfxtp_1 | 1024 |
| a21oi_1 | 32 |
| a311oi_1 | 32 |
| or3b_2 | 5 |
==> cell type report <==
cell class | instances | area (um^2)
fill | 6918 | 40600
sequential | 1024 | 30700
multi-input combinational | 1354 | 16400
clock buffer | 127 | 2900
timing repair buffer | 243 | 2200
tap | 1265 | 1580
clock inverter | 70 | 568
inverter | 2 | 8.76
antenna | 3 | 7.51
==> per-stage QoR <==
stage | std cells | setup slack (ns) | power, mW
global placement | 3888 | 1.18 | 7.77
CTS | 4085 | 1.13 | 13.1
global route | 4088 | 0.937 | 13.4
detailed placement | 3888 | 1.14 | 7.78
finish | 4088 | 1.08 | 13.0
floorplan | 2595 | 3.03 | 7.27
==> cells by family after synthesis <==
| family | share of synthesized area [%] |
|---|---|
| buffers and inverters | 2.44 |
| other | 0.00783 |
| and+or+nand+nor | 2.18 |
| DFF | 64.2 |
| muxes | 25.0 |
| AOI/OAI and AO/OA | 6.15 |
==> report_power, final <==
group / internal, mW / total (mW) / switching [mW] / leakage [nW]
combinational: 0.493 / 1.16 / 0.671 / 6.79
sequential: 6.47 / 6.51 / 0.0354 / 9.25
clock: 3.09 / 5.33 / 2.24 / 1.72
==> final timing paths <==
| kind | slack, ns | cells past startpoint | endpoint | start |
|---|---|---|---|---|
| min | 1.61 | 2 | registers[11][22]$_DFFE_PP_ | write_data[22] |
| max | 1.08 | 8 | read_data_2[3] | read_reg_2[2] |
==> layer usage <==
metal / part of all wire, % / up-vias / track usage [%]
met3: 20 / 326 / 29.8
met1: 31 / 14000 / 43.4
met4: 3.7 / 18 / 9.81
li1: - / 11400 / -
met5: 0.32 / - / 4.69
met2: 45 / 2247 / 48.2
Power and IR drop assume default switching activity.
