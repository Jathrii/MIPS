==> ./run.sh <==
#!/bin/bash
# OpenROAD 26Q1-2900-gdf79404cd8, Yosys 0.63+post, stock flow scripts
make -C /OpenROAD-flow-scripts/flow DESIGN_CONFIG=/design/flow/config.mk WORK_HOME=/design/flow/orfs finish
==> ./config.mk <==
export PLATFORM = sky130hd
export DESIGN_NAME = instruction_memory
export DESIGN_NICKNAME = instruction_memory
export VERILOG_FILES = /design/flow/design.v
export SDC_FILE = /design/flow/constraint.sdc
export NUM_CORES = 4
export LEC_CHECK = 1
export CORE_UTILIZATION = 50
export SYNTH_MEMORY_MAX_BITS = 65536
==> ./constraint.sdc <==
current_design instruction_memory

set clk_period 216.1
set clk_io_pct 0.2

create_clock -name clk0 -period $clk_period [get_ports {clk}]

set non_clock_inputs [all_inputs -no_clocks]
set_input_delay [expr $clk_period * $clk_io_pct] -clock clk0 $non_clock_inputs
set_output_delay [expr $clk_period * $clk_io_pct] -clock clk0 [all_outputs]
==> ./design.v <==
module instruction_memory(instruction, address, store, load, ready, clk);
  output [31:0] instruction;
  input[31:0] address, store;
  input clk, ready, load;
  reg [7:0] memory [1023:0];
  reg [9:0] counter = -4;
  assign instruction = ready ? {memory[address],memory[address + 1],memory[address + 2],memory[address + 3]} : 'bx;
  always @(posedge clk)
    begin
      if(load)
        begin
          memory[counter] <= store[31:24];
          memory[counter+1] <= store[23:16];
          memory[counter+2] <= store[15:8];
          memory[counter+3] <= store[7:0];
          counter <= counter + 4;
        end
    end
endmodule
==> summary.txt <==
Flow results are below.

- Per the run summary, max-cap violations total 4.
- The data arrival time at the worst-slack endpoint is 52.80 ns, for reference.
- The CTS sink count is 8200, for reference.
- The leading cell type in the layout, fill and taps excluded is sky130_fd_sc_hd__mux4_2, for reference.
- The most critical min-delay path falls under flip-flop to flip-flop.
- The CTS clock-pin slew for the worst setup and hold paths is 0.06 ns, for reference.
- The launching point of the worst reg2reg path is counter[2], for reference.
- The final hold violation count is 0, for reference.
- The longest individual stage delay on the worst path is 0.76 ns, for reference.
- The die is 1010 um tall.
- Ranking logic cells in the layout by count gives the top entries sky130_fd_sc_hd__mux4_2, sky130_fd_sc_hd__edfxtp_1, sky130_fd_sc_hd__nand2_1, sky130_fd_sc_hd__buf_4, sky130_fd_sc_hd__mux2i_1.
- The count of library flops with an enable pin is 8200, for reference.
- The number of H-tree levels is 6, for reference.
- Once synthesis finished, the tally of register bits stood at 8200.
- The count of routing violations after the opening detailed-route iteration is 29100, for reference.
- The worst setup path category is primary input to output pin, for reference.
- Entering global routing, the biggest net connects 101 pins.
- Along the worst path, the maximum fanout reaches 48.
- The ratio of final minimum period to clock period is 0.444, for reference.
- The worst setup path is captured at an output pin.
- The routed layout reports a DRC error count of 0.
- The worst reg-to-reg path cell count is 6, for reference.
- For this run, the register share of the synthesized area comes to 0.481.
- The checks that failed: antenna violations, max-capacitance violations, max-slew violations.
- For this run, the detailed router's first-pass iteration total came to 8.
- Using the TritonRoute via totals, the vias-per-cell ratio works out to 7.83.
- The number of antenna violations at the first check in global routing is 392.
- The clock reaches the later pin of the worst-skew pair after 1.26 ns.
- The first global-routing pass estimated 2920000 um of wire.
- The cell count in the Yosys report is 27300, for reference.
- The share of the core filled with cells in the final layout is 0.555, for reference.
- The clock passes through at most 5 buffers.
- The smallest clock period supported by the final layout is computed as 96.02 ns.
- The final layout report lists a filler cell count of 75800.
- The number of different library cells in the post-synthesis netlist is 84, for reference.
- The post-cts hold buffer count is 0, for reference.
- The number of vias in the routed layout is 334000, for reference.
- The worst supply voltage drop on vdd is 7.71 uV, for reference.
- The fraction of post-synthesis cell area in the top cell type by area is 0.481, for reference.
- The final tally of setup violations is 0, for reference.
- The endpoint of the worst hold-timing path is counter[3], for reference.
- Per the final layout report, the fraction of cells sized above drive strength 1 comes to 0.467.
- In the placement report, post-DP HPWL is listed as 1500000 um.
- The overall routing resource usage is 0.480, for reference.
- The cell family contributing the most delay on the critical path is buffers and inverters.
- The number of global-route vias before repair was 349000.
- Pins over their slew limit in the final report were tallied at 32.
- Dividing total power by cell area gives a power density of 7.40 nW/um^2.
- The total number of warnings across the stage logs is 60, for reference.
- The report gives the cell count of the worst hold path as 1.
- The synthesis report gives the async set-or-reset register share as 0.
- TritonCTS built the clock tree.
- The run finished, with violations left.
- In the post-synthesis netlist, the biggest area contributors are sky130_fd_sc_hd__edfxtp_1, sky130_fd_sc_hd__mux4_2, sky130_fd_sc_hd__mux2i_1, sky130_fd_sc_hd__nand2_1, sky130_fd_sc_hd__buf_2.
- The final layout reports a setup TNS of 0 ns.
- The x dimension of the die is 1010 um, for reference.
- Looking at the max-slew report, the worst-margin pin has a slew of 1.59 ns.
- The largest individual stage delay along the critical path comes from the cell sky130_fd_sc_hd__buf_4.
- The per-instance average area after synthesis is 18.7 um^2, for reference.
- The worst max-slew margin expressed relative to the limit is -0.0576, for reference.
- The number of buffers and inverters on the critical path is 10.
- Recorded from the global router log, the overflow total was 0.
- The critical path goes through buf_16, buf_4, buf_4, buf_4, buf_4, buf_4, buf_4, buf_4, mux4_2, mux4_2, nand2_1, nand3_1, nand3_1, a31oi_1, a32oi_1, buf_4, nand3_1, clkdlybuf4s50_1.
- The row count is 371, for reference.
- The wire length recorded after detailed routing is 2170000 um.
- The worst hold margin is 0.774 ns, for reference.
- Among the stages of the critical path, the cell type that occurs most often is sky130_fd_sc_hd__buf_4.
- The capturing point of the worst reg2reg path is memory[312][4], for reference.
- In the synthesized netlist, the number of instances is 27300.
- Between the synthesized netlist and the finished layout, the area growth was recorded as 10.7%.
- The buffer type at the clock tree root is sky130_fd_sc_hd__clkbuf_16, for reference.
- The required time at the worst-slack endpoint is 172.88 ns, for reference.
- The Yosys chip area is 511000 um^2, for reference.
- The leakage power of the design is 176 nW, for reference.
- Buffers placed on the I/O ports in this run total 75.
- The overall chip area is 1030000 um^2, for reference.
- The maximum achievable frequency is 10.4 MHz, for reference.
- Among all flip-flop cells after synthesis, the most frequent one is sky130_fd_sc_hd__edfxtp_1.
- For the worst min-delay path, the startpoint reported by OpenROAD is counter[3].
- Setup repair after global routing left no endpoint under its margin.
- The dominant cell type by area after synthesis is sky130_fd_sc_hd__edfxtp_1, for reference.
- The CTS buffer count is 923, for reference.
- The tally of yosys warning messages is 1, for reference.
- The share of the core area taken by cells at floorplan is 0.502.
- For this design the top-level I/O count stands at 99.
- The register-to-register setup slack is 211.78 ns, for reference.
- The total area inside the core boundary comes to 1020000 um^2.
- The post-CTS setup buffer count is 0, for reference.
- The number of nets with antenna violations after detailed routing is 1, for reference.
- The routability-driven placement congestion ratio is 1.05, for reference.
- The clock tree skew after final layout is 0.0766 ns, for reference.
- The kind of launch point of the worst setup path is a primary input, for reference.
- After synthesis the cells add up to 511000 um^2.
- The total of cells resized after clock tree synthesis is 0, for reference.
- The routed design shows a wire length per standard cell of 51.0 um.
kinds of logic (layout without fill, tap and decap cells):
kind of cell	after synthesis	in the layout	share of synthesized area
multiplexers	10400	10400	0.429
buffers and inverters	2855	3841	0.0295
other	0	718	0
AND-OR/OR-AND	1878	1878	0.0263
AND/OR/NAND/NOR	3979	3979	0.0331
XOR/XNOR	35	35	0.000673
flip-flops	8200	8200	0.481
adder cells (fa/ha/maj)	5	5	0.000122
synth_stat cells, types with 21 or more instances:
| master | instances |
|---|---|
| sky130_fd_sc_hd__and2_1 | 31 |
| sky130_fd_sc_hd__buf_2 | 1308 |
| sky130_fd_sc_hd__o211ai_1 | 52 |
| sky130_fd_sc_hd__and3_1 | 58 |
| sky130_fd_sc_hd__a32o_1 | 21 |
| sky130_fd_sc_hd__buf_1 | 273 |
| sky130_fd_sc_hd__o2111ai_1 | 39 |
| sky130_fd_sc_hd__a311oi_1 | 63 |
| sky130_fd_sc_hd__o22ai_1 | 126 |
| sky130_fd_sc_hd__mux2_2 | 29 |
| sky130_fd_sc_hd__nand3_1 | 736 |
| sky130_fd_sc_hd__mux4_2 | 9244 |
| sky130_fd_sc_hd__o21ai_0 | 196 |
| sky130_fd_sc_hd__mux2i_1 | 1081 |
| sky130_fd_sc_hd__nor2_1 | 461 |
| sky130_fd_sc_hd__a21oi_1 | 248 |
| sky130_fd_sc_hd__buf_4 | 571 |
| sky130_fd_sc_hd__nand4_1 | 144 |
| sky130_fd_sc_hd__buf_6 | 81 |
| sky130_fd_sc_hd__a211oi_1 | 40 |
| sky130_fd_sc_hd__a221oi_1 | 80 |
| sky130_fd_sc_hd__a32oi_1 | 293 |
| sky130_fd_sc_hd__edfxtp_1 | 8200 |
| sky130_fd_sc_hd__a2111oi_0 | 47 |
| sky130_fd_sc_hd__a31oi_1 | 220 |
| sky130_fd_sc_hd__a22o_1 | 27 |
| sky130_fd_sc_hd__nor2b_1 | 25 |
| sky130_fd_sc_hd__clkbuf_1 | 615 |
| sky130_fd_sc_hd__a22oi_1 | 273 |
| sky130_fd_sc_hd__nand2_1 | 2335 |
| sky130_fd_sc_hd__nor3_1 | 80 |
| sky130_fd_sc_hd__nand2b_1 | 26 |
worst max-delay path by stage:
stage	start	to	slack, ns	cells past startpoint
4_1_cts	address[0]	instruction[0]	120.21	19
5_1_grt	address[0]	instruction[7]	119.61	19
6_report	address[0]	instruction[3]	120.08	18
cell type report:
class / instances / area (um^2) / area share
multi-input cells: 16300 / 254000 / 0.448
flip-flops and latches: 8200 / 246000 / 0.435
clock buffers: 1099 / 24000 / 0.0423
repair buffers: 2153 / 17500 / 0.0309
well taps: 13600 / 17000 / 0.0301
clock inverters: 582 / 6040 / 0.0107
diodes: 718 / 1800 / 0.00317
inverters: 7 / 42.5 / 0.0000751
flip-flops by register name (all words and copies together), names as in the netlist:
register	flops
memory	8192
counter	8
metal layers:
layer,wire length (um),GRT usage,vias up
met3,507000,0.468,6828
met1,541000,0.486,171000
met4,201000,0.331,558
li1,-,-,124000
met2,899000,0.579,30800
met5,25800,0.224,-
power breakdown:
group	total (mW)	internal, mW	switching [mW]
clock network	1.59	0.913	0.680
logic	0.843	0.301	0.542
registers	1.76	1.75	0.00279
total	4.19	2.97	1.22
per-stage QoR:
step,cells,total power [mW],worst slack (ns),cell area (um^2)
floorplan,27300,2.24,124.55,511000
global placement,40200,2.60,120.30,535000
detailed placement,40200,2.59,120.22,535000
CTS,41900,4.17,120.21,565000
global route,42300,4.26,119.61,566000
finish,42600,4.19,120.08,566000
Power figures rest on the tool's default switching activity, not on a simulated workload.
